==> /design/flow/design.v <==
module edge_detector #
(
    parameter CPOL = 0  
)
(
    input clk,
    input signal,
    output negative_edge,
    output positive_edge
);
logic int_detector;
always_ff @(posedge clk)
begin
    int_detector <= signal;
end
assign positive_edge = CPOL ? (int_detector  & ~signal) : (~int_detector &  signal);
assign negative_edge = CPOL ? (~int_detector &  signal) : (int_detector  & ~signal);
endmodule
module spi_module_slave # 
(
    parameter FREQUENCY     = 1_000_000,
    parameter CLK_HZ        = 50_000_000,
    parameter CPOL          = 0,
    parameter CPHA          = 0,
    parameter PAYLOAD_BITS  = 8
)
(
    input  wire                       clk             ,  
    input  wire                       rst             ,  
    input  wire                       spi_en          ,  
    input  wire                       spi_clk         ,
    input  wire                       spi_mosi        ,
    input  wire                       spi_cs          ,
    input  wire                       receive_en      ,
    input  reg  [PAYLOAD_BITS - 1:0]  spi_miso_data   ,
    output  wire                      spi_miso        ,
    output  reg [PAYLOAD_BITS - 1:0]  spi_mosi_data   ,
    output  reg                       rx_complete
);
reg [2:0] fsm_state;
reg [2:0] n_fsm_state;
localparam FSM_IDLE  = 0;
localparam FSM_START = 1;
localparam FSM_RECV  = 2;
localparam FSM_STOP  = 3;
reg [                4:0] bit_cnt;
reg [PAYLOAD_BITS - 1:0 ] data_to_send;
reg [PAYLOAD_BITS - 1:0 ] data_to_receive;
reg                       trailing_edge_reg;
reg                       leading_edge_reg;
reg                       spi_clk_reg;
wire start_transaction  = spi_en & ~spi_cs;
wire save_bit           = CPHA ? (trailing_edge_reg    )  : (leading_edge_reg);
wire put_bit            = CPHA ? (leading_edge_reg     )  : (trailing_edge_reg);
wire end_of_transaction = (bit_cnt  == PAYLOAD_BITS - 1)  & (trailing_edge_reg);
assign spi_miso         = data_to_send[PAYLOAD_BITS - 1 - bit_cnt];
always @(*) begin : p_n_fsm_state
    case(fsm_state)
      FSM_IDLE    : n_fsm_state     = start_transaction ? FSM_START : FSM_IDLE;
      FSM_START   : n_fsm_state     = save_bit          ? FSM_RECV  : FSM_START;
      FSM_RECV    : n_fsm_state     = (rx_complete)     ? FSM_IDLE  : FSM_RECV;
      default: n_fsm_state = FSM_IDLE;
    endcase
end
always_ff @(posedge clk) begin : p_fsm_state
    if(rst) 
        fsm_state <= FSM_IDLE;
    else 
        fsm_state <= n_fsm_state;
end
edge_detector #
(
    .CPOL(CPOL)
)
i_edge_detector
(
    .clk            (   clk            ),
    .signal         (   spi_clk        ),
    .positive_edge  (leading_edge_reg  ),
    .negative_edge  (trailing_edge_reg )
);
always_ff @(posedge clk) begin : p_bit_counter
    if(rst) 
        bit_cnt <= 'b0;
    else
    begin
        bit_cnt <= bit_cnt;
        if(end_of_transaction | (fsm_state == FSM_START & CPHA))
            bit_cnt <= 'b0;
        else if (put_bit)
            bit_cnt <= bit_cnt + 1'b1;
    end
end
always_ff @(posedge clk) begin : p_txd_reg
    if(rst) 
        data_to_send <= 'b0;
    else
    begin
        data_to_send <= data_to_send;
        if(fsm_state == FSM_IDLE && n_fsm_state == FSM_START)
            data_to_send <= spi_miso_data;
    end
end
always_ff @(posedge clk) begin : p_rxd_reg
    if(rst)
    begin
        spi_mosi_data   <= 'b0;
        data_to_receive <= 'b0;
    end 
    else
    begin
        spi_mosi_data   <= spi_mosi_data;
        data_to_receive <= data_to_receive;
        if (end_of_transaction)
        begin
            spi_mosi_data   <= {data_to_receive[PAYLOAD_BITS - 1:1], spi_mosi};
            data_to_receive <= 'b0;
        end
        else if (save_bit)
                data_to_receive [PAYLOAD_BITS - 1 - bit_cnt] <= spi_mosi;
    end
end
always_ff @(posedge clk)
begin
    if (rst) 
        rx_complete <= 0;
    else 
        rx_complete <= end_of_transaction;
end
endmodule
==> /design/flow/run.sh <==
#!/bin/bash
# OpenROAD 26Q1-2900-gdf79404cd8, Yosys 0.63+post, stock flow scripts
make -C /OpenROAD-flow-scripts/flow DESIGN_CONFIG=/design/flow/config.mk WORK_HOME=/design/flow/orfs finish
==> /design/flow/config.mk <==
export PLATFORM = sky130hd
export DESIGN_NAME = spi_module_slave
export DESIGN_NICKNAME = spi_module_slave
export VERILOG_FILES = /design/flow/design.v
export SDC_FILE = /design/flow/constraint.sdc
export NUM_CORES = 4
export LEC_CHECK = 1
export CORE_AREA = 10 10 109 109
export DIE_AREA = 0 0 119 119
==> /design/flow/constraint.sdc <==
current_design spi_module_slave

set clk_period 3.4
set clk_io_pct 0.2

create_clock -name clk0 -period $clk_period [get_ports {clk}]

set non_clock_inputs [all_inputs -no_clocks]
set_input_delay [expr $clk_period * $clk_io_pct] -clock clk0 $non_clock_inputs
set_output_delay [expr $clk_period * $clk_io_pct] -clock clk0 [all_outputs]
==> flow_results.xml <==
<?xml version="1.0" encoding="UTF-8"?>
<metrics>
  <group name="run_status">
    <metric name="outcome" unit="">completed</metric>
  </group>
  <group name="critical_path">
    <metric name="critPathMaxFanout" unit="">12</metric>
    <metric name="timing.critical_path.to_type" unit="">register</metric>
    <metric name="cp.buffers_inverters" unit="">0</metric>
    <metric name="cp_cell_sequence" unit="">ha_1 -&gt; nand4_1 -&gt; ha_1 -&gt; or4bb_1 -&gt; nor4_2 -&gt; nand4_1 -&gt; mux2i_1</metric>
    <metric name="cp_slowest_stage_delay" unit="ns">0.60</metric>
    <metric name="timing.critical_path.slowest_stage_cell" unit="">sky130_fd_sc_hd__dfxtp_1</metric>
    <metric name="critical_path_class" unit="">reg2reg</metric>
    <metric name="crit_path_start_kind" unit="">register</metric>
    <metric name="cp_data_arrival_time" unit="ns">3.03</metric>
    <metric name="crit_family" unit="">simple AND/OR/NAND/NOR gates</metric>
    <metric name="crit_required" unit="ns">3.55</metric>
  </group>
  <group name="clock_tree">
    <metric name="cts_repair_resize_count" unit="">0</metric>
    <metric name="post_cts_buffers" unit="">0</metric>
    <metric name="cell_at_the_root_of_the_clock_tree" unit="">sky130_fd_sc_hd__clkbuf_8</metric>
    <metric name="max-clock-path-buffers" unit="">2</metric>
    <metric name="cts_htree_levels" unit="">2</metric>
    <metric name="cts_hold_buf" unit="">0</metric>
    <metric name="cts_tree" unit="">built</metric>
    <metric name="cts.reportedPaths.clkPinSlew" unit="ns">0.06</metric>
    <metric name="cts_inserted_buffers" unit="">5</metric>
    <metric name="clock_sink_count" unit="">33</metric>
    <metric name="clock_insertion_delay_worst_skew" unit="ns">0.28</metric>
  </group>
  <group name="floorplanning">
    <metric name="floorplan.rows" unit="">36</metric>
    <metric name="placeableCoreArea" unit="um^2">9640</metric>
    <metric name="initCoreUtil" unit="%">16.6</metric>
    <metric name="dieWidth" unit="um">119</metric>
    <metric name="die_height" unit="um">119</metric>
    <metric name="floorplan.die_area" unit="um^2">14200</metric>
    <metric name="pin_count" unit="">25</metric>
  </group>
  <group name="detailed_routing">
    <metric name="remaining_design_rule_violation_count" unit="">0</metric>
    <metric name="total_number_of_vias" unit="">1175</metric>
    <metric name="routed_wirelength" unit="um">3200</metric>
    <metric name="drtPass1Iterations" unit="">4</metric>
    <metric name="avgRoutedWirePerCell" unit="um">10.2</metric>
    <metric name="detailedRoute.firstIterationViolations" unit="">48</metric>
    <metric name="drt-vias-per-instance" unit="">3.75</metric>
    <metric name="postRouteAntennaNets" unit="">0</metric>
    <metric name="antenna-diode-count" unit="">0</metric>
  </group>
  <group name="yosys">
    <metric name="synthSimpleGateAreaFrac" unit="%">20.8</metric>
    <metric name="synthAdderAreaFrac" unit="%">7.03</metric>
    <metric name="synthesis.instances" unit="">155</metric>
    <metric name="synthXorXnorAreaFrac" unit="%">3.83</metric>
    <metric name="synth_flop_count" unit="">33</metric>
    <metric name="ys_area" unit="um^2">1600</metric>
    <metric name="share_of_the_yosys_chip_area_belonging_to_registers" unit="%">41.2</metric>
    <metric name="mapped_area" unit="um^2">1600</metric>
    <metric name="yosysWarningCount" unit="">2</metric>
    <metric name="topCellsByArea" unit="">sky130_fd_sc_hd__dfxtp_1 41%, sky130_fd_sc_hd__mux2i_1 10%, sky130_fd_sc_hd__ha_1 7.0%, sky130_fd_sc_hd__nand4_1 5.1%, sky130_fd_sc_hd__a22o_1 4.4%</metric>
    <metric name="yosys-mux-area-fraction" unit="%">13.3</metric>
    <metric name="synthDominantCellAreaShare" unit="%">41.2</metric>
    <metric name="synth_area_per_cell" unit="um^2">10.3</metric>
    <metric name="post_synth_ao_oa_area_fraction" unit="%">10.2</metric>
    <metric name="synthDominantAreaCellType" unit="">sky130_fd_sc_hd__dfxtp_1</metric>
    <metric name="synthDistinctLibCells" unit="">36</metric>
    <metric name="synth.yosys.num_cells" unit="">155</metric>
    <metric name="post_synth_main_logic_family" unit="">simple AND/OR/NAND/NOR gates</metric>
  </group>
  <group name="sta">
    <metric name="rsz_0062_raised_after_global_routing" unit="">false</metric>
    <metric name="time_the_final_worst_path_needs_with_i_o_delays_and_setup" unit="ns">2.88</metric>
    <metric name="setup_viol" unit="">0</metric>
    <metric name="setup_total_negative_slack" unit="ns">0</metric>
    <metric name="timing_max_transition_violations_final" unit="">0</metric>
    <metric name="final_min_period_over_clock_period" unit="%">84.6</metric>
    <metric name="finalClockSkew" unit="ns">0.00641</metric>
    <metric name="worst_slew_margin_rel" unit="%">59.4</metric>
    <metric name="timing_worst_slew_pin_value" unit="ns">0.609</metric>
    <metric name="timing.final.hold_violations" unit="">0</metric>
    <metric name="timing.fmax" unit="GHz">0.348</metric>
  </group>
  <group name="layout">
    <metric name="layout_top_cells_excl_fill_tap" unit="">33 x sky130_fd_sc_hd__dfxtp_1, 23 x sky130_fd_sc_hd__clkdlybuf4s50_1, 16 x sky130_fd_sc_hd__mux2i_1, 13 x sky130_fd_sc_hd__nand4_1, 13 x sky130_fd_sc_hd__nor2_1</metric>
    <metric name="final.fill_count" unit="">1071</metric>
    <metric name="fin_util" unit="%">21.2</metric>
    <metric name="layout_top_cell" unit="">sky130_fd_sc_hd__dfxtp_1</metric>
    <metric name="area_delta_synth_final" unit="%">27.7</metric>
    <metric name="drive_above_1_share" unit="%">7.22</metric>
    <metric name="post-route-cell-area" unit="um^2">2050</metric>
  </group>
  <group name="grt">
    <metric name="grt_max_degree" unit="">17</metric>
    <metric name="overflow" unit="">0</metric>
    <metric name="first_global_vias" unit="">1193</metric>
    <metric name="grt_pass1_wl" unit="um">5550</metric>
    <metric name="grt_util_all_layers" unit="%">4.55</metric>
    <metric name="grt_antenna_before_repair" unit="">0</metric>
  </group>
  <group name="place">
    <metric name="dpl-instance-area" unit="um^2">1970</metric>
    <metric name="port_buffers" unit="">23</metric>
    <metric name="dpl.hpwl" unit="um">2440</metric>
    <metric name="finalWeightedCongestion" unit="">0.749</metric>
  </group>
  <group name="power">
    <metric name="power.clock.fraction" unit="%">35.9</metric>
    <metric name="comb_power_share" unit="%">9.9</metric>
    <metric name="p_sw" unit="W">0.000170</metric>
    <metric name="peakVddDrop" unit="mV">0.172</metric>
    <metric name="p_leak" unit="nW">0.809</metric>
    <metric name="internal-power" unit="W">0.000585</metric>
    <metric name="switching_part_of_the_total_power" unit="%">22.5</metric>
    <metric name="areal_power_density_over_the_cells" unit="nW/um^2">369</metric>
    <metric name="power.share.sequential" unit="%">54.2</metric>
  </group>
  <group name="run">
    <metric name="log.warning_count" unit="">27</metric>
    <metric name="drv.max_cap_violation_count" unit="">0</metric>
  </group>
  <group name="min_path">
    <metric name="holdCritPathClass" unit="">reg2reg</metric>
  </group>
</metrics>
path summary, 6_finish.rpt:
check             cells past startpoint  slack [ns]          startpoint            endpoint
hold / removal                        2        0.46  data_to_receive[4]  data_to_receive[4]
setup reg to reg                      7        0.52          bit_cnt[0]  data_to_receive[4]
setup / recovery                      7        0.52          bit_cnt[0]  data_to_receive[4]
hold reg to reg                       2        0.46  data_to_receive[4]  data_to_receive[4]
worst reg2reg max path: cells and delay by family, from the launching register on:
kind                     cells  cell delay, ns
adder cells (fa/ha/maj)      2            0.76
multiplexers                 1            0.15
AND/OR/NAND/NOR              4            1.26
flip-flops                   1            0.60
synthesized netlist by cell type (all sizes together):
cell type and n:
dfxtp 33, mux2i 16, nand4 13, nor2 13, nand2 11, ha 9, a22o 8, inv 5
buf 4, xnor2 4, a21oi 3, clkbuf 3, nand2b 3, nand3 3, xor2 3, a2111oi 2
mux4 2, nand3b 2, nor2b 2, nor3 2, nor4 2, or4bb 2, a211oi 1, a22oi 1
a31o 1, nand4b 1, o2111ai 1, o21ai 1, o21ba 1, o21bai 1, or2 1, or4b 1
final cells by class:
type	instances	area, um^2	share of cell area, %
Timing Repair Buffer	24	238	11.6
Tap cell	133	166	8.13
Clock buffer	8	80.1	3.91
Multi-Input combinational cell	110	883	43.2
Inverter	5	18.8	0.917
Sequential cell	33	661	32.3
sequential cells by signal, summed over array words and instances, names as in the netlist:
name and flops:
data_to_send 8, spi_mosi_data 8, data_to_receive 7, bit_cnt 5
fsm_state 3, i_edge_detector.int_detector 1, rx_complete 1
stage by stage:
stage               hold WS (ns)  cells  total power (W)  setup WS [ns]
detailed placement         0.453    305         0.000493          0.534
global placement           0.449    305         0.000492          0.554
finish                     0.459    313         0.000755          0.525
CTS                        0.464    313         0.000764          0.502
floorplan                  0.423    155         0.000466          0.878
global route               0.483    313         0.000790          0.299
power groups by stage:
stage                 registers (W)  clock network (W)  logic [W]
after CTS                  0.000409           0.000279  0.0000760
after global routing       0.000412           0.000294  0.0000842
final                      0.000409           0.000271  0.0000747
logic make-up (layout without fill, tap and decap cells):
logic type / count (synthesis) / count (layout)
buffers and inverters: 12 / 37
and+or+nand+nor: 56 / 56
AOI/OAI and AO/OA: 20 / 20
muxes: 18 / 18
adders and majority gates: 9 / 9
xor gates and xnor gates: 7 / 7
DFF: 33 / 33
per-layer routing:
| layer | wire length [um] | global-route usage [%] |
|---|---|---|
| met5 | 0 | 0 |
| met4 | 9 | 0.382 |
| met3 | 114 | 1.20 |
| met2 | 1410 | 7.09 |
| met1 | 1670 | 6.47 |
Power figures rest on the tool's default switching activity, not on a simulated workload.
