## flow/run.sh

```bash
#!/bin/bash
# OpenROAD 26Q1-2900-gdf79404cd8, Yosys 0.63+post, stock flow scripts
make -C /OpenROAD-flow-scripts/flow DESIGN_CONFIG=/design/flow/config.mk WORK_HOME=/design/flow/orfs finish
```

## flow/design.v

```verilog
module edge_detector #
(
    parameter CPOL = 0  
)
(
    input clk,
    input signal,
    output negative_edge,
    output positive_edge
);
logic int_detector;
always_ff @(posedge clk)
begin
    int_detector <= signal;
end
assign positive_edge = CPOL ? (int_detector  & ~signal) : (~int_detector &  signal);
assign negative_edge = CPOL ? (~int_detector &  signal) : (int_detector  & ~signal);
endmodule
module spi_module_master # 
(
    parameter FREQUENCY    = 1_000_000,
    parameter CLK_HZ       = 50_000_000,
    parameter CPOL         = 0,
    parameter CPHA         = 0,
    parameter PAYLOAD_BITS = 8
)
(
    input  wire                     clk            ,  
    input  wire                     rst            ,  
    input  wire                     spi_en         ,  
    input  wire                     spi_miso       ,  
    input  wire                     transmit_en    ,  
    input  reg  [PAYLOAD_BITS -1:0] spi_mosi_data  , 
    output wire                     spi_clk        ,
    output wire                     spi_mosi       ,
    output wire                     spi_cs         ,
    output reg  [PAYLOAD_BITS-1:0]  spi_miso_data  ,
    output reg                      payload_done
);
localparam  CYCLES_PER_BIT      = (CLK_HZ / FREQUENCY);
localparam  COUNT_REG_LEN  = 1+$clog2(CYCLES_PER_BIT);
reg [2:0] fsm_state;
reg [2:0] n_fsm_state;
localparam FSM_IDLE = 0;
localparam FSM_START= 1;
localparam FSM_SEND = 2;
localparam FSM_STOP = 3;
reg [COUNT_REG_LEN - 1:0] clk_cnt;
reg [                4:0] bit_cnt;
reg [PAYLOAD_BITS  - 1:0] data_to_send;
reg [PAYLOAD_BITS  - 1:0] data_to_receive;
reg                       spi_clk_reg;
reg                       trailing_edge_reg;
reg                       leading_edge_reg;
wire start_transaction  = (spi_en & transmit_en);
wire save_bit           = CPHA ? (trailing_edge_reg   ) : (leading_edge_reg);
wire put_bit            = CPHA ? (leading_edge_reg    )  : (trailing_edge_reg);
wire end_of_transaction = (bit_cnt  == PAYLOAD_BITS -1) & (trailing_edge_reg);
assign spi_clk          = spi_clk_reg;
assign spi_cs           = ( (fsm_state == FSM_IDLE || payload_done) ) ? 'b1 : 'b0;
assign spi_mosi         = data_to_send[PAYLOAD_BITS - 1 - bit_cnt];
always @(*) begin : p_n_fsm_state
    case(fsm_state)
      FSM_IDLE    : n_fsm_state     = start_transaction ? FSM_START : FSM_IDLE;
      FSM_START   : n_fsm_state     = put_bit           ? FSM_SEND  : FSM_START;
      FSM_SEND    : n_fsm_state     = (payload_done)    ? (start_transaction ? FSM_START : FSM_IDLE)  : FSM_SEND;
      default: n_fsm_state = FSM_IDLE;
    endcase
end
always_ff @(posedge clk) begin : p_fsm_state
    if(rst) 
        fsm_state <= FSM_IDLE;
    else 
        fsm_state <= n_fsm_state;
end
always_ff @(posedge clk) begin : p_cycle_counter
    if(rst | fsm_state == FSM_IDLE) 
    begin
        clk_cnt           <= 'b0;
        spi_clk_reg       <= CPOL;
    end
    else
    begin
        if (~payload_done)
        begin
            spi_clk_reg  <= spi_clk_reg;
            clk_cnt      <= clk_cnt + 1'b1;
            if(clk_cnt       == CYCLES_PER_BIT - 1)
            begin
                clk_cnt           <= 'b0;
                spi_clk_reg       <= ~spi_clk_reg;
            end
        end
        else
        begin
            clk_cnt           <= 'b0;
            spi_clk_reg       <= CPOL;
        end
    end
end
edge_detector #
(
    .CPOL(CPOL)
)
i_edge_detector
(
    .clk            (   clk            ),
    .signal         (   spi_clk        ),
    .positive_edge  (leading_edge_reg  ),
    .negative_edge  (trailing_edge_reg )
);
always_ff @(posedge clk) begin : p_bit_counter
    if(rst) 
        bit_cnt <= 'b0;
    else
    begin
        bit_cnt <= bit_cnt;
        if(end_of_transaction | (fsm_state == FSM_START & CPHA))
            bit_cnt <= 'b0;
        else if (put_bit)
            bit_cnt <= bit_cnt + 1'b1;
    end
end
always_ff @(posedge clk) begin : p_txd_reg
    if(rst) 
        data_to_send <= 'b0;
    else
    begin
        data_to_send <= data_to_send;
        if(((fsm_state == FSM_IDLE) | (fsm_state == FSM_SEND)) & n_fsm_state == FSM_START)
            data_to_send <= spi_mosi_data;
    end
end
always_ff @(posedge clk) begin : p_rxd_reg
    if(rst)
    begin
        spi_miso_data   <= 'b0;
        data_to_receive <= 'b0;
    end 
    else
    begin
        spi_miso_data   <= spi_miso_data;
        data_to_receive <= data_to_receive;
        if (end_of_transaction)
        begin
            spi_miso_data   <= {data_to_receive[PAYLOAD_BITS - 1:1], spi_miso};
            data_to_receive <= 'b0;
        end
        else if (save_bit)
                data_to_receive [PAYLOAD_BITS - 1 - bit_cnt] <= spi_miso;
    end
end
always_ff @(posedge clk)
begin
    if (rst) 
        payload_done <= 0;
    else 
        payload_done <= end_of_transaction;
end
endmodule
module top_spi
(
	input               clk     ,  
	input               sw_0    ,  
	input               sw_1    ,  
	input   wire        MISO    ,  
	output  wire        spi_clk ,
	output  wire        spi_cs  , 
	output  wire        MOSI    ,  
	output  wire [3:0]  led		 
);
    localparam CLK_HZ 	  = 50_000_000;   
    localparam FREQUENCY  = 1_000_000;  
	 localparam spi_mosi_data = 'hAB;
	 logic [7:0] master_rx_data;
	 logic payload_done;
    spi_module_master #(
        .FREQUENCY  ( FREQUENCY ),
        .CLK_HZ     ( CLK_HZ    ),
        .CPOL       (   0       ),
        .CPHA       (   0       )
    )
    i_spi_module_master
    (
        .clk            ( clk           ),
        .rst            ( sw_0          ),
        .spi_en         ( sw_1          ),
        .spi_miso       ( MISO	       ),
        .spi_mosi_data  ( spi_mosi_data ),
        .spi_clk        ( spi_clk       ),
        .spi_mosi       ( MOSI          ),
        .spi_cs         ( spi_cs        ),
        .spi_miso_data  ( master_rx_data),
        .payload_done   ( payload_done  )
    );
endmodule
```

## flow/config.mk

```make
export PLATFORM = sky130hd
export DESIGN_NAME = top_spi
export DESIGN_NICKNAME = top_spi
export VERILOG_FILES = /design/flow/design.v
export SDC_FILE = /design/flow/constraint.sdc
export NUM_CORES = 4
export LEC_CHECK = 1
export CORE_AREA = 10 10 83 83
export DIE_AREA = 0 0 93 93
```

## flow/constraint.sdc

```tcl
current_design top_spi

set clk_period 2.5
set clk_io_pct 0.2

create_clock -name clk0 -period $clk_period [get_ports {clk}]

set non_clock_inputs [all_inputs -no_clocks]
set_input_delay [expr $clk_period * $clk_io_pct] -clock clk0 $non_clock_inputs
set_output_delay [expr $clk_period * $clk_io_pct] -clock clk0 [all_outputs]
```

==> impl_metrics.csv <==
group,metric,value,unit
layout,largest_reg_flops,7,
global_routing,antenna_found_initial,0,
layout,drive_gt1_frac,0.0722,
clocking,clockRootBuffer,"clkbuf_8",
clocking,post_cts_buffers,0,
synthesis,synth.cell_area,820,µm²
timing,max_freq,0.454,GHz
synthesis,ys_types,29,
drt,drt_first_pass_iters,2,
synthesis,synth_cells,90,
place,place_area,932,µm²
synthesis,ys_area,820,µm²
worst_setup_path,endpoint_kind,"output pin",
timing,setup_viol,0,
layout,layout.cells.non_filler,167,
synthesis,avgSynthCellArea,9.11,µm²
timing,finalCriticalPeriod,2.20,ns
synthesis,ys_cells,90,
job,drv_cap,0,
clocking,path_clk_slew,0.07,ns
timing,tightest_slew,0.513,ns
clocking,numCtsBuffers,3,
timing,finalHoldViolCount,0,
floorplan,io_pins,11,
clocking,clock_latency,0.25,ns
global_routing,grt_max_degree,11,
global_routing,grt_pass1_wl,2.37,mm
drt,wirelength,1.29,mm
layout,comb_area,402,µm²
layout,reg_top3,"i_spi_module_master.clk_cnt: 7 flops, i_spi_module_master.bit_cnt: 5 flops, i_spi_module_master.fsm_state: 3 flops",
clocking,cts.sinks,19,
floorplan,die_area,8650,µm²
floorplan,initCoreUtil,0.159,
timing,relSlewSlack,0.656,
layout,top_register,"i_spi_module_master.clk_cnt",
drt,drc_errors,0,
place,dp.cells,163,
timing,rsz0062_at_grt,"false",
layout,design_area,977,µm²
worst_setup_path,cp_max_fo,5,
synthesis,ys_sh_mux,0.0260,
power_and_ir_drop,p_leak,0.000327,µW
global_routing,grt_pass1_vias,536,
floorplan,core,5140,µm²
job,tool_warnings,28,
layout,seq_area,380,µm²
drt,drt-wirelength-per-cell,7.71,µm
worst_setup_path,crit_path_top_delay_cell,"clkdlybuf4s50_1",
drt,antennaDiodeCount,0,
synthesis,aoi_share,0.0977,
layout,fillers,593,
global_routing,grt_usage,0.0322,
worst_setup_path,slowest_delay,0.48,ns
place,place.gp.congestion,0.744,
synthesis,yosys_warnings,7,
worst_setup_path,path_cells,"inv_1, ha_1, nor2_1, nand2_1, a21oi_1, clkdlybuf4s50_1",
timing,skew,0.00119,ns
worst_setup_path,required,2.00,ns
drt,vias,569,
drt,vias_per_cell,3.41,
floorplan,core.rowCount,26,
drt,ant_nets,0,
layout,final_cell_mix,"19 x dfxtp_1, 10 x nor2_1, 6 x nand2_1",
power_and_ir_drop,powerDensity,524,nW/µm²
clocking,htreeDepth,1,
clocking,cts_resized,0,
clocking,cts_tree,"built",
timing,finalSetupTns,0,ns
timing,fin_crit_sh,0.881,
worst_hold_path,hold_path_class,"reg2reg",
outcome,status,"complete, no violations",
place,port_buffers,4,
drt,first_iter_violations,11,
synthesis,ys_seq_elements,19,
global_routing,grt-ovfl-total,0,
clocking,clk_path_buf_depth,2,
clocking,cts_hold_buf,0,
floorplan,die_y,93,µm
layout,mostFrequentLayoutCell,"dfxtp_1",
synthesis,ys_sh_adder,0.0611,
synthesis,xor_area_frac,0.0534,
layout,area_delta_synth_final,19.2,%
timing,slew_viol_final,0,
floorplan,die_w,93,µm
synthesis,topCombFamilyByArea,"simple AND/OR/NAND/NOR gates",
synthesis,ys_seq_frac,0.464,
synthesis,synth-simple-area-share,0.234,
place,dp_hpwl,1.00,mm
power_and_ir_drop,vdd_drop_max,0.000204,V
worst_setup_path,cp.arrival,1.70,ns
worst_setup_path,crit_type,"reg2out",
worst_setup_path,startpoint_type,"register",
power by group:
part / total, µW / switching [µW] / internal, µW
sequential: 303 / 0.000000000000700 / 303
clock: 204 / 90.6 / 113
combinational: 6.13 / 3.55 / 2.58
total: 512 / 94.2 / 418
cells in the mapped netlist:
| master | number | area, µm² |
|---|---|---|
| ha_1 | 4 | 50.1 |
| inv_1 | 4 | 15.0 |
| nor2b_1 | 2 | 12.5 |
| o21ai_1 | 1 | 5.00 |
| a22o_1 | 1 | 8.76 |
| or2_2 | 1 | 6.26 |
| nand3_1 | 3 | 15.0 |
| o21ai_0 | 5 | 25.0 |
| xnor2_1 | 2 | 17.5 |
| dfxtp_1 | 19 | 380 |
| buf_4 | 4 | 30.0 |
| clkbuf_1 | 1 | 3.75 |
| nand3b_1 | 2 | 15.0 |
| and3_1 | 1 | 6.26 |
| nor2_1 | 10 | 37.5 |
| conb_1 | 1 | 3.75 |
| nor3_1 | 4 | 20.0 |
| or4b_1 | 1 | 10.0 |
| a21oi_1 | 5 | 25.0 |
| nand2_1 | 6 | 22.5 |
| or4_1 | 1 | 7.51 |
| or4b_4 | 1 | 13.8 |
| a211o_1 | 1 | 8.76 |
| or3_1 | 3 | 18.8 |
| xor2_1 | 3 | 26.3 |
| mux2_2 | 1 | 11.3 |
| nand2b_1 | 1 | 6.26 |
| mux2i_1 | 1 | 10.0 |
| a211oi_1 | 1 | 7.51 |
final timing paths:
| kind | cells after the start | slack (ns) | to | startpoint |
|---|---|---|---|---|
| max | 6 | 0.30 | MOSI | i_spi_module_master.bit_cnt[3]$_SDFFE_PP0N_ |
| min | 0 | 0.44 | i_spi_module_master.i_edge_detector.int_detector$_DFF_P_ | i_spi_module_master.spi_clk_reg$_SDFFE_PP0N_ |
| max reg2reg | 4 | 0.84 | i_spi_module_master.clk_cnt[4]$_SDFF_PP0_ | i_spi_module_master.clk_cnt[0]$_SDFF_PP0_ |
| min reg2reg | 0 | 0.44 | i_spi_module_master.i_edge_detector.int_detector$_DFF_P_ | i_spi_module_master.spi_clk_reg$_SDFFE_PP0N_ |
stage by stage:
stage                     total power [µW]  setup slack, ns   util  hold WS (ns)
after floorplan                        316            0.967      -         0.381
after global placement                 316            0.538  0.181         0.434
after detailed placement               316            0.531  0.181         0.431
after CTS                              525            0.256  0.190         0.441
after global routing                   534            0.128  0.190         0.466
final                                  512            0.297  0.190         0.437
layer usage:
layer	global-route usage	share of wire	vias up
li1	-	-	312
met1	0.0473	0.54	250
met2	0.0438	0.39	7
met3	0.0153	0.062	0
met4	0.00129	0	0
met5	0	0	-
critical path: cells and delay by family (launching register included):
| family | cells | cell delay [ns] |
|---|---|---|
| AOI/OAI and AO/OA | 1 | 0.11 |
| adders and majority gates | 1 | 0.28 |
| buffers and inverters | 2 | 0.54 |
| DFF | 1 | 0.37 |
| and+or+nand+nor | 2 | 0.15 |
cell families (layout without fill, tap and decap cells):
group,Yosys count,in the layout
and+or+nand+nor,36,36
DFF,19,19
AOI/OAI and AO/OA,14,14
buffers and inverters,9,13
xor gates and xnor gates,5,5
adders and majority gates,4,4
muxes,2,2
other,1,4
layout make-up:
class,count,share of cell area
repair buffers,5,0.0487
well taps,70,0.0896
clock buffers,4,0.0461
flip-flops and latches,19,0.389
multi-input cells,65,0.411
inverters,4,0.0154
Power figures rest on the tool's default switching activity, not on a simulated workload.
